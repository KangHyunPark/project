### ./design.v
`timescale 1ns / 1ps
module address_generator
#(
    parameter integer input_width = 330,
    parameter integer bank = 32,
    parameter integer microaddr_width = 5,
    parameter integer NIT_addr_width = 12,
    parameter integer NIT_point_index = 10,
    parameter integer PE_COL = 16
    )
(
    input clk,
    input rstn,
    input [input_width-1:0] neighbor_input,
    input start,
    input [12:0] N_SAMPLE,
    output wire [bank-1:0] valid,
    output wire [bank*microaddr_width-1:0] PFT_addr,
    output reg is_centroid,
    output reg is_neighbor,
    output reg [NIT_addr_width-1:0] NIT_addr,
    output reg NIT_done,
    output reg [1:0] repetition
    );
    genvar i;
    localparam STATE_IDLE = 3'd0;
    localparam STATE_CENTROID = 3'd1;
    localparam STATE_NEIGHBOR = 3'd2;
    localparam STATE_WAIT = 3'd3;
    reg [2:0] state;
    wire [bank-1:0] centroid_bank;
    wire [bank-1:0] neighbor_bank;
    wire [bank*bank-1:0] neighbor_bank_temp;
    reg [2:0] counter;
    reg [12:0] sample_counter;
    wire [microaddr_width-1:0] centroid_PFT_addr_temp;
    wire [bank*microaddr_width-1:0] centroid_PFT_addr;
    wire [bank*microaddr_width-1:0] neighbor_PFT_addr;
    always @(posedge clk or negedge rstn) begin
        if(!rstn) begin
            is_centroid <= 1'b0;
            is_neighbor <= 1'b0;
            NIT_addr <= {(NIT_addr_width){1'b0}};  
            state <= STATE_IDLE;
            repetition <= 2'b00;
            NIT_done <= 1'b0;
            counter <= 3'b000;
            sample_counter <= {13{1'b0}};
        end
        else begin
            case(state)
                STATE_IDLE : begin
                    if(start) 
                        state <= STATE_CENTROID;
                    NIT_addr <= {(NIT_addr_width){1'b0}};  
                    is_centroid <= 1'b0;
                    is_neighbor <= 1'b0;
                    NIT_addr <= {(NIT_addr_width){1'b0}};
                    repetition <= 2'b00;
                    NIT_done <= 1'b0;
                    counter <= 3'b000;
                    sample_counter <= {13{1'b0}};
                end
                STATE_CENTROID : begin
                    is_centroid <= 1'b1;
                    is_neighbor <= 1'b0;
                    state <= STATE_NEIGHBOR;
                end
                STATE_NEIGHBOR : begin
                    is_centroid <= 1'b0;
                    is_neighbor <= 1'b1;
                    if(sample_counter == N_SAMPLE-1 && repetition == 2'b11) begin
                        NIT_addr <= NIT_addr + 1'b1;
                        repetition <= 2'b00;
                        state <= STATE_WAIT;
                        sample_counter <= {13{1'b0}};
                    end
                    else if(repetition == 2'b11) begin
                        NIT_addr <= NIT_addr + 1'b1;
                        repetition <= 2'b00;
                        state <= STATE_CENTROID;
                        sample_counter <= sample_counter + 1;
                    end
                    else begin
                        NIT_addr <= NIT_addr+1;
                        repetition <= repetition + 1;
                        state <= STATE_NEIGHBOR;
                    end
                end
                STATE_WAIT: begin
                    state <= STATE_IDLE;
                    NIT_done <= 1'b1;
                    is_neighbor <= 1'b0;
                end
            endcase
        end    
    end
    microaddr_generator microaddr_generator_centroid (
        .addr(neighbor_input[(input_width-1)-:NIT_point_index]),
        .valid(centroid_bank),
        .microaddr(centroid_PFT_addr_temp)
    );
    generate 
        for(i=0;i<=bank-1;i=i+1) begin
            microaddr_generator microaddr_generator_neighbor (
                .addr(neighbor_input[NIT_point_index*i+:NIT_point_index]),
                .valid(neighbor_bank_temp[i*bank+:bank]),
                .microaddr(neighbor_PFT_addr[microaddr_width*i+:microaddr_width])
            );
        end
    endgenerate 
	valid_generator32 u_valid_generator32 (
	   .din(neighbor_bank_temp),
	   .dout(neighbor_bank)
	);
	assign centroid_PFT_addr = {(bank){centroid_PFT_addr_temp}};
	assign valid = is_centroid ? centroid_bank : neighbor_bank;
    assign PFT_addr = is_centroid ? centroid_PFT_addr : neighbor_PFT_addr;
endmodule
`timescale 1ns / 1ps
module microaddr_generator(
    input [9:0] addr,
    output wire [31:0] valid,
    output wire [4:0] microaddr
    );
    assign valid = {{31{1'b0}},1'b1} << addr[9:5];
    assign microaddr = addr[4:0];
endmodule
`timescale 1ns / 1ps
module valid_generator32
(
    input [1023:0] din,
    output wire [31:0] dout
    );
    assign dout = din[31:0] | din[63:32] | din[95:64] | din[127:96] | din[159:128] | din[191:160] | din[223:192] | din[255:224] | din[287:256] | din[319:288] | din[351:320] | din[383:352] | din[415:384] | din[447:416] | din[479:448] | din[511:480] | din[543:512] | din[575:544] | din[607:576] | din[639:608] | din[671:640] | din[703:672] | din[735:704] | din[767:736] | din[799:768] | din[831:800] | din[863:832] | din[895:864] | din[927:896] | din[959:928] | din[991:960] | din[1023:992];
endmodule
### ./run.sh
#!/bin/bash
# OpenROAD 26Q1-2900-gdf79404cd8, Yosys 0.63+post, stock flow scripts
make -C /OpenROAD-flow-scripts/flow DESIGN_CONFIG=/design/flow/config.mk WORK_HOME=/design/flow/orfs finish
### ./config.mk
export PLATFORM = sky130hd
export DESIGN_NAME = address_generator
export DESIGN_NICKNAME = address_generator
export VERILOG_FILES = /design/flow/design.v
export SDC_FILE = /design/flow/constraint.sdc
export NUM_CORES = 4
export LEC_CHECK = 1
export CORE_AREA = 10 10 324 324
export DIE_AREA = 0 0 334 334
### ./constraint.sdc
current_design address_generator

set clk_period 6.7
set clk_io_pct 0.2

create_clock -name clk0 -period $clk_period [get_ports {clk}]

set non_clock_inputs [all_inputs -no_clocks]
set_input_delay [expr $clk_period * $clk_io_pct] -clock clk0 $non_clock_inputs
set_output_delay [expr $clk_period * $clk_io_pct] -clock clk0 [all_outputs]
==> CHANGELOG.md <==
### Implementation results

- Outcome: complete, no violations
- DRT Pass-1 Iters: 9
- Antenna-violating nets left: 0
- CP delay by family, top: simple AND/OR/NAND/NOR gates
- Later-pin clock latency in the skew report: 0.28 ns
- Net Sw Power: about 1900 uW
- Top cells excl fill/tap: 554 x clkdlybuf4s50_1, 433 x o22ai_1, 205 x o21ai_0
- Gr usage total: 30.7%
- Crit-path slowest cell: nand2b_1
- Crit. End Element: primary output
- Async SR Flop Fraction: ~100%
- Worst r2r dst: state[2]
- Cell Type Count: 68
- Tcrit/Tclk final: approximately 94%
- P&R area growth vs syn: 66.4%
- Post-synth seq share: 7.25%
- Fmax achieved: 158 MHz
- Die Span Y: 334 um
- Pre-Place Util: 12.0%
- Log Warnings: 28
- FF-to-FF Start: sample_counter[8]
- Post-synth EDFFs: 0
- Nature of the critical path startpoint: input port
- TritonCTS Buffers: 5
- Setup-failing EPs final: 0
- Remaining Overflow, GRT: 0
- Die extent in x: 334 um
- CTS Hold Bufs: 0
- Row cnt: 115
- Clock Pin Slew Worst Setup and Hold Paths: 0.05 ns
- Syn Area/Cell: 6.09 um^2
- Slew Viols, Final: 0
- TritonCTS clock tree: yes
- Vias in the first global route: 21,600
- Worst-Margin Slew: 1.36 ns
- Dominant flop cell: dfrtp_1
- Gate Count Post-Synth: 1,929
- Max cap viols: 0
- Chip footprint: 112,000 um^2
- Max Fanout on Critical Path: 8
- Post-layout minimum cycle time: between 6 and 7 ns
- Cell Pwr Density: about 200 nW/um^2
- Core outline area: 98,100 um^2
- H-Tree Depth: 2
- Sequential share of power: a little under a tenth
- Yosys cell count: 1,929
- Final hold slack: 0.469 ns
- Vias: 22,800
- Worst slack, placed: slightly above 0.6 ns
- Number of vias per cell: 6.03
- Max VDD drop: 0.167 mV
- Kind of critical path: input port to primary output
- Layout cells sized above 1: between 10% and 20%
- Core Util, Final: 19.9%
- Hpwl dp: between 100 and 150 mm
- Cell Int Power: between 1500 and 2000 uW
- Hold Path Origin: state[3]
- GPL Wtd Cong: 1.28
- Largest net degree at the start of global routing: 114
- Post_cts resized: 0
- Clock root buffer: clkbuf_16
- Initial drt markers: 2,963
- Setup TNS: 0 ns
- Synth Cell Area: 11,700 um^2
- CP required: 5.36 ns
- Unrepaired setup endpoints after global routing: false
- Initial antenna violation count: 46
- Final critical-path setup slack: approximately 0.37 ns
- DRC errors left: 0
- Most frequent logic cell in the layout: clkdlybuf4s50_1
- WP data arrival: 4.99 ns
- Hold Crit Depth: 1
- Hold Vio Cnt, Final: 0
- I/O pins: 555
- Total number of cells along the worst setup path: 7
- I/O Buffers: 554
- Hold EP: is_neighbor
- WP buf/inv: 2
- # clock sinks: 34
- FF-to-FF setup slack: 4.30 ns
- Worst-case reg-to-reg path depth: 6
- First-pass GRT wire length: 225 mm
- CTS Buffer Depth: 2
- Clk pwr share: 7.8%
- Synthesis warning total: 1
- Worst path cell trace: clkdlybuf4s50_1 > nand2b_1 > o22ai_1 > or4_1 > nor4_1 > o22ai_1 > clkdlybuf4s50_1
- WL final: 177 mm
- Slew headroom: under 10%
- Crit-path max cell delay: 0.96 ns
- Combinational Power Share: 83.0%
- Post-layout power: slightly below 4000 uW
- Layout Skew: 0.00526 ns
- HP Class: flip-flop to flip-flop
- Leakage power: 0.00686 uW
- Sw Share: 49.9%
- Synthesized registers: 34
- Buffer count from post-CTS setup fixing: 0
- YS chip area: 11,700 um^2
- WL/cell: approximately 47 um
==> synth_stat cells, drive strengths merged, types with 3 or more instances <==
cell     count  area (um^2)
a31oi        3         18.8
nor2       124          465
xnor2        7         61.3
nor3b        4         30.0
or3         39          244
o21ai      206         1030
buf          6         35.0
nor4        74          478
a2111oi      3         45.1
o221ai      26          228
o2111ai      8         70.1
nand4       10         62.6
nand3b      90          676
and2         3         18.8
a211o        4         35.0
a21oi        5         25.0
xor2         9         78.8
a41o         7         70.1
o22ai      433         2710
or2         32          200
nand2      103          387
o32ai       16          140
o22a        21          184
nand3       61          305
or3b        87          762
nor2b        5         31.3
a22o         5         43.8
dfrtp       33          826
ha           4         50.1
a22oi        4         30.0
mux2i        7         70.1
clkbuf     142          537
nor3        40          200
or4         16          124
inv        178          668
o21a         3         22.5
nand2b      74          463
and3         8         50.1
==> logic make-up (layout without fill, tap and decap cells) <==
logic type                 Yosys count  in the layout  synth area share, %
buffers and inverters              326            867                 10.6
adders and majority gates            4              4                0.426
and+or+nand+nor                    777            777                 38.8
xor gates and xnor gates            16             16                 1.19
AOI/OAI and AO/OA                  764            764                 41.0
DFF                                 34             34                 7.25
other                                0             20                    0
muxes                                8              8                0.692
==> power by group through the flow <==
stage	logic, uW	clock network, uW	registers [uW]
4_1_cts	3150	309	356
5_1_grt	3360	318	369
6_report	3240	302	360
==> through the flow <==
step,instance area [um^2],instances
2_1_floorplan,11700,1929
3_3_place_gp,19300,3749
3_5_place_dp,19300,3749
4_1_cts,19500,3757
5_1_grt,19500,3761
6_report,19600,3777
==> sequential cells by signal (all words and copies together), names as in the netlist <==
signal,cells
NIT_addr,12
NIT_done,1
is_centroid,1
is_neighbor,1
repetition,2
sample_counter,13
state,4
==> final cells by class <==
class | count | area, um^2
repair buffers | 681 | 6510
inverters | 178 | 668
clock buffers | 5 | 125
multi-input cells | 1569 | 9660
fillers | 11200 | 78600
flip-flops and latches | 34 | 856
clock inverters | 3 | 68.8
well taps | 1287 | 1610
diodes | 20 | 50.0
==> how the worst max path moves through the flow <==
stage               to                from  slack (ns)
CTS           valid[4]  neighbor_input[56]        0.60
global route  valid[5]  neighbor_input[18]        0.42
finish        valid[5]  neighbor_input[18]        0.37
==> metal layers <==
| metal | up-vias | global-route usage (%) | wire length [um] |
|---|---|---|---|
| li1 | 8548 | - | - |
| met1 | 10900 | 33.0 | 61000 |
| met2 | 2456 | 45.2 | 73700 |
| met3 | 888 | 17.9 | 26100 |
| met4 | 10 | 20.3 | 16500 |
| met5 | - | 0.974 | 145 |
Power figures rest on the tool's default switching activity, not on a simulated workload.
