**./run.sh**
```bash
#!/bin/bash
# OpenROAD 26Q1-2900-gdf79404cd8, Yosys 0.63+post, stock flow scripts
make -C /OpenROAD-flow-scripts/flow DESIGN_CONFIG=/design/flow/config.mk WORK_HOME=/design/flow/orfs finish
```
**./config.mk**
```make
export PLATFORM = sky130hd
export DESIGN_NAME = systolic_input_buffer
export DESIGN_NICKNAME = systolic_input_buffer
export VERILOG_FILES = /design/flow/design.v
export SDC_FILE = /design/flow/constraint.sdc
export NUM_CORES = 4
export LEC_CHECK = 1
export CORE_UTILIZATION = 30
```
**./constraint.sdc**
```tcl
current_design systolic_input_buffer

set clk_period 1.0
set clk_io_pct 0.2

create_clock -name clk0 -period $clk_period [get_ports {clk}]

set non_clock_inputs [all_inputs -no_clocks]
set_input_delay [expr $clk_period * $clk_io_pct] -clock clk0 $non_clock_inputs
set_output_delay [expr $clk_period * $clk_io_pct] -clock clk0 [all_outputs]
```
**./design.v**
```verilog
module shift_register
#(
    parameter integer DATA_WIDTH = 8,
    parameter integer length = 16
    ) 
(
    input wire clk,
    input wire rstn,
    input wire [(DATA_WIDTH-1):0] din,
	output wire [(DATA_WIDTH-1):0] dout
    );
    integer i;
    reg [DATA_WIDTH*length-1:0] mem;
    always @(posedge clk or negedge rstn) begin
        if(!rstn) begin
            mem <= {(DATA_WIDTH*length){1'b0}};    
        end
        else begin
            mem[0+:DATA_WIDTH] <= din; 
            for(i=1; i<=length-1; i=i+1) begin
                mem[DATA_WIDTH*i+:DATA_WIDTH] <= mem[DATA_WIDTH*(i-1)+:DATA_WIDTH];
            end 
        end
    end    
    assign dout = mem[DATA_WIDTH*(length-1)+:DATA_WIDTH];
endmodule
module systolic_input_buffer
#(
    parameter integer DATA_WIDTH = 8,
    parameter integer length = 16
    ) 
(
    input wire clk,
    input wire rstn,
    input wire [(DATA_WIDTH*length-1):0] din,
	output wire [(DATA_WIDTH*length-1):0] dout
    );
    genvar i;
    generate
        for(i=0; i<=length-1; i=i+1) begin
            shift_register #(
                .DATA_WIDTH(DATA_WIDTH),
                .length(i+1)
            ) row (
                .clk(clk),
                .rstn(rstn),
                .din(din[DATA_WIDTH*i+:DATA_WIDTH]),
                .dout(dout[DATA_WIDTH*i+:DATA_WIDTH])
            );
        end
    endgenerate
endmodule
```
==> writeup.txt <==
The run finished, with violations left. The final reports fail on setup timing. According to the timing report, the data required time at the worst endpoint equals 0.80 ns.

The tools report the final tally of setup violations as 128. Averaged over all synthesized cells, the footprint is 23.3 um2. The count of buffers added on input and output ports is 257. The setup slack of the critical path after layout is -0.376 ns. The main area contributors are sky130_fd_sc_hd__dfrtp_1 97%, sky130_fd_sc_hd__buf_4 3.2%.

Synthesis inferred 1,088 register bits. The final route contains 10,100 vias. The setup path with the least slack is of type reg -> out. Leaving out fill and tap cells, the most frequent cell in the layout is sky130_fd_sc_hd__dfrtp_1. For this run the detailed placement stage logged an HPWL of 21,400 um. Setup repair after global routing could not meet its margin everywhere. Per STA, the worst path is made up of buf_2. The synthesized area was 0.0281 mm2; the count of buffer and inverter cells on the critical path was 1. Global routing finished with a remaining overflow of 0. With the routed wire length per instance at 13.0 um, the post-synthesis chip area from yosys is 0.0281 mm2.

The run gives 3 as the maximum level of the CTS H-tree. STA classifies the critical path startpoint as a register. The script logs the ratio of routed vias to standard cells as 3.42.

The run gives 105 as the number of buffers added by the clock tree synthesis step. In the layout the commonest cells are 1,088 x sky130_fd_sc_hd__dfrtp_1, 128 x sky130_fd_sc_hd__clkdlybuf4s50_1, 128 x sky130_fd_sc_hd__buf_2. The area growth from synthesis to layout is 29.3%. The run reported a max-capacitance violation count of 0. The kind of cell with the highest combined delay along the critical path is flip-flops. The first global-routing pass estimated 63,000 um of wire. The worst VDD IR drop from the latest analysis is 0.00167 V. The largest individual stage delay along the critical path comes from the cell sky130_fd_sc_hd__dfrtp_1.

Of all cell types, the one taking the most synthesized area is sky130_fd_sc_hd__dfrtp_1. From left edge to right edge, the die measures 308 um. The register name with the most flops was genblk1.row.mem.

STA reports a reg2reg setup slack of 0.42 ns. Final critical path time including I/O delays and setup: 1.38 ns. The warning tally printed by Yosys for this design is 16.

The run gives 11,200 as the number of global-route vias before repair. TritonCTS built the clock tree. CTS placed an instance of sky130_fd_sc_hd__clkbuf_16 at the clock tree root.

In this run the full chip footprint comes out at 0.0950 mm2. Per the post-route antenna check, the number of violating nets is 0. Critical path endpoint category: an output pin. For the number of top-level design ports, the log shows 258.

For this design the ratio of total power to cell area is 2440 mW/mm2. The power report puts the leakage power at 0.0164 uW. Summing over the stages, the warning tally comes to 28. Total clock sinks: 1,088. Setup slack on the worst path after placement came out at -0.0405 ns.

The core utilization before placement is 30.5%. The total power after layout is 88,900 uW. In this run, distinct cell masters in the synthesized netlist total 2. Clock network latency to the later pin of the worst-skew pair: 0.67 ns. The highest clock rate this design can be run at is 0.727 GHz. OpenROAD reports that the post-layout worst path occupies 138% of the period. In the layout the tool counted multi-input logic cells amounting to 0. For the overall routed net length, the log shows 38,500 um. At the worst endpoint, the arrival time is 1.18 ns. The core region is 0.0922 mm2. The largest net degree at the start of global routing came out at 47. The weighted congestion at the end of routability-driven global placement was 0.774.

The final tally of hold violations was 0. The run gives 0 for the number of remaining DRC errors. For this run, the register share of the synthesized area comes to 96.8%. For the number of inserted filler cells in the final layout, the log shows 8,091. In the final layout, the registers with the most flip-flops are genblk1.row.mem x1088.

The first detailed-routing pass ran for 4 iterations. The type of the tightest min-delay check is in -> reg. Counting along the longest clock path gives a buffer depth of 3.

The run gives 21.0% for the proportion of layout cells with a drive suffix above 1. The detailed router finished its first iteration with 534 violations. The peak per-stage delay on the critical path came out at 0.40 ns.

For the worst relative slew slack, the log shows 70.5%. The CTS clock-pin slew for the worst setup and hold paths is 0.06 ns, and the number of flip-flops under the largest register name is 1,088. The die outline height was 308 um. Synthesis produced a netlist whose cell count is 1,208. The cell total in the yosys stat output is 1,208. Between clock sinks in the finished design, the worst skew comes to 0.0314 ns.

With the initial antenna violation count at 6, the global-route total usage across every layer is 8.89%. After floorplanning, the core was divided into 111 placement rows. The share of the synthesized area in the top cell type was 96.8%; the buffers inserted during post-CTS setup optimization was 0. The count of pins over their slew limit was 0.

The pin closest to its max-slew limit shows a slew of 0.443 ns. The total area of multi-input combinational cells is 0 um2. The top fanout value on the critical path is 1.
-- cell type report --
| class | count | area [um2] | area share [%] |
|---|---|---|---|
| diodes | 2 | 5.00 | 0.0138 |
| clock buffers | 154 | 3090 | 8.51 |
| clock inverters | 38 | 520 | 1.43 |
| flip-flops and latches | 1088 | 27200 | 74.8 |
| well taps | 1243 | 1560 | 4.28 |
| repair buffers | 435 | 3970 | 10.9 |
-- through the flow --
stage / cell area, um2 / instances / hold WS [ns] / setup TNS (ns) / utilization, %
floorplan: 28100 / 1208 / -0.0956 / 0 / -
global placement: 32100 / 2643 / 0.0569 / -0.0673 / 34.8
detailed placement: 32100 / 2643 / 0.0562 / -0.0422 / 34.8
CTS: 36300 / 2956 / 0.000420 / -108.63 / 39.4
global route: 36400 / 2960 / -0.00353 / -50.53 / 39.4
finish: 36400 / 2960 / 0.0438 / -40.88 / 39.4
-- kinds of logic (layout without fill, tap and decap cells) --
family,after synthesis,count (layout),share of synthesized area (%)
flops,1088,1088,96.8
buf+inv,120,627,3.20
other cells,0,2,0
-- synthesized netlist by cell type --
cell / n
sky130_fd_sc_hd__buf_4: 120
sky130_fd_sc_hd__dfrtp_1: 1088
-- final timing paths --
check,end,depth (start not counted),startpoint
min in group asynchronous,genblk1[11].row.mem[74],8,rstn
max in group asynchronous,genblk1[9].row.mem[51],9,rstn
worst min-delay path,genblk1[11].row.mem[3],1,din[91]
worst max register to register,genblk1[6].row.mem[47],0,genblk1[6].row.mem[39]
worst max-delay path,dout[89],1,genblk1[11].row.mem[89]
worst min register to register,genblk1[3].row.mem[21],0,genblk1[3].row.mem[13]
-- metal layers --
metal | wire length (um) | GRT usage [%] | up-vias
li1 | - | - | 4483
met1 | 16600 | 13.7 | 5311
met2 | 18200 | 12.7 | 225
met3 | 2310 | 2.55 | 95
met4 | 1410 | 3.08 | 0
met5 | 0 | 0 | -
-- power by group --
group	internal [uW]	total (uW)	switching, uW
Clock	23700	39700	16000
Combinational	1230	2340	1110
Sequential	46200	46800	593
Total	71100	88900	17800
-- what timing repair did --
item / CTS / global route
setup endpoints to repair: 128 / 539
cloned: 0 / 1
gates resized: 387 / 5
hold buffers: 121 / 1
endpoints found under the hold margin: 1199 / 1
pin swaps: 0 / 0
No activity file was given, so power comes from the tool's default toggle rates.
